--- flow/constraint.sdc ---
current_design register

set clk_period 4.3
set clk_io_pct 0.2

create_clock -name clk0 -period $clk_period [get_ports {clock}]

set non_clock_inputs [all_inputs -no_clocks]
set_input_delay [expr $clk_period * $clk_io_pct] -clock clk0 $non_clock_inputs
set_output_delay [expr $clk_period * $clk_io_pct] -clock clk0 [all_outputs]
--- flow/run.sh ---
#!/bin/bash
# OpenROAD 26Q1-2900-gdf79404cd8, Yosys 0.63+post, stock flow scripts
make -C /OpenROAD-flow-scripts/flow DESIGN_CONFIG=/design/flow/config.mk WORK_HOME=/design/flow/orfs finish
--- flow/design.v ---
module register(clock,r1,r2,write_r,data,wr,out_r1,out_r2);
input clock,wr;
input  [4 : 0] r1, r2, write_r;
input [15 : 0] data;
output reg [15 : 0] out_r1, out_r2;
reg    [15 : 0] mem [1023 : 0];
always @(posedge clock)
begin
if(wr == 0)
    begin
    out_r1 = mem[r1];
    out_r2 = mem[r2];
    end
else if(wr == 1)
    begin
    mem[write_r] = data;
    end
end
endmodule
--- flow/config.mk ---
export PLATFORM = sky130hd
export DESIGN_NAME = register
export DESIGN_NICKNAME = register
export VERILOG_FILES = /design/flow/design.v
export SDC_FILE = /design/flow/constraint.sdc
export NUM_CORES = 4
export LEC_CHECK = 1
export CORE_UTILIZATION = 40
export SYNTH_MEMORY_MAX_BITS = 65536
==> results.txt <==
Results of an implementation run.

The flow ran to the end, and the final reports show no timing, DRC or antenna violations. The core box area is 63300 sq um. Overall power consumption after layout is estimated at 11.8 mW. The finished cells cover 29100 sq um. Gates resized during post-CTS repair numbered 0. TritonCTS built the clock tree. The layout overhead on the synthesized area is 13.1%. In this run the full chip footprint comes out at 65400 sq um.

Per the cell usage report, the commonest logic cell in the layout is sky130_fd_sc_hd__edfxtp_1. The worst hold slack after final layout is 0.728 ns. Synthesis instantiated 27 different standard cells from the library. In the synthesized netlist, the number of instances is 1729. The worst hold path passes through 4 cells. The critical path depth is 6. The report lists the number of standard-cell rows as 92. Of the synthesized area, sequential elements account for 0.634. The tree is rooted in a sky130_fd_sc_hd__clkbuf_16. Logic depth along the worst register-to-register path is recorded as 5. Dividing the synthesized area by the synthesized cell count gives 14.9 sq um.

Of all nets on the critical path, the largest fanout is 19. The synthesized area is 25800 sq um. The first-pass iteration count of the detailed router is 5. The script computed a power per unit cell area of 404 nW/um^2. Note that the worst hold path type here is reg2reg.

The power report puts the leakage power at 10.6 nW. The wire length of the first global-routing pass is 109000 um. For this run, the number of Yosys warnings is 1. For this block, the via count after detailed routing is 15900.

At the worst endpoint, the required time is 4.62 ns. The relative slew slack is 0.457. The highest layer touched by signal routing is met5. The number of antenna violations at the first check in global routing came to 2.

The routed design uses 35600 um of met2 wire. The pre-CTS setup check shows a worst slack of 0.677 ns. The count of fill cells added during filler insertion is 5366. The pin count of the biggest net entering global routing is 97. The library cell contributing the largest single delay on the critical path is sky130_fd_sc_hd__nor2b_4. The cell type with the largest total area after synthesis is sky130_fd_sc_hd__edfxtp_1. The total negative setup slack is 0 ns. The H-tree was split into 2 levels.

Per STA, the worst path accumulates the most delay in the family buffers and inverters. In this design, the stage delay of the slowest critical-path cell is 0.67 ns. The element type at the critical path end is a flop.

The maximum operating frequency is 326 MHz. The CTS report gives the tree buffer count as 56. The global route stage reports its total congestion overflow as 0. Warnings raised by the tools during the run amount to 25.

The area reported by Yosys stat is 25800 sq um. The clock network latency to the later pin of the worst-skew pair is 0.61 ns. Once synthesis finished, the tally of register bits stood at 544. The number of buffers on the longest clock path is 3. In the per-layer breakdown of the detailed-route log, met1 shows 27200 um. Per the final layout report, the fraction of cells sized above drive strength 1 comes to 0.111.

The die is 256 um wide. Setup slack on the critical path of the routed design comes to 1.23 ns. The report counts max-capacitance violations totalling 0. The global routing report lists combined usage of all routing layers as 0.245. The setup clock skew after layout is 0.0137 ns.

Of the post-synthesis cell area, the dominant cell type holds 0.634. The non-filler instance count after layout is 2698. Per the final report, max-transition violations number 0. At the floorplan stage, the core utilization is reported as 0.407. The slew of the pin with the lowest slew margin is 0.814 ns. The worst path buffer plus inverter count is 2.

In this run the vertical extent of the chip is 256 um. The clock transition time at the flip-flop clock pins of the worst setup and hold paths is 0.06 ns. Per the final timing report, the hold violations number 0. By area the synthesized netlist is led by sky130_fd_sc_hd__edfxtp_1 (63%), sky130_fd_sc_hd__mux2i_1 (20%), sky130_fd_sc_hd__a22oi_1 (3.7%). The remaining design rule violation count is 0. The post-detailed-placement cell area is 27400 sq um. Per the Yosys statistics, synthesis produced 1729 cells.

The hold-fix buffer count after cts is 0. The number of setup buffers added after CTS is 0. The sum of net half-perimeters after detailed placement is 44500 um.

The DRC violation total after the first TritonRoute iteration is 1086. TritonRoute output was used to compute an average wire per cell of 27.6 um. The peak supply drop is 0.327 mV. During placement, the flow inserted port buffers numbering 64. The final cell utilization of the core is 0.460.

Ranking logic cells in the layout by count gives the top entries sky130_fd_sc_hd__edfxtp_1 (544), sky130_fd_sc_hd__mux2i_1 (512), sky130_fd_sc_hd__a22oi_1 (128). Subtracting the final worst setup slack from the clock period gives 3.07 ns. Setup repair after global routing left no endpoint under its margin.

The number of placed instances, taps included, is 2597. The startpoint class of the critical path is an input port. The number of setup violations in the final report is 0. The arrival time of data at the worst endpoint is listed as 3.39 ns. Per the detail_route report, vias per standard cell equal 5.91.

The report lists the cells along the critical path as clkdlybuf4s50_1 -> nor2b_4 -> buf_4 -> a21oi_1 -> a31oi_1 -> nand3_1. The number of sinks handled by clock tree synthesis is 544. The number of global-route vias before repair is 16500. The placer congestion estimate is 0.919.

The top-level I/O count is 65. The final wirelength is 74500 um. The post-route clock period utilization is 0.714.

Wire segments on met3 add up to 9710 um in the final route. The number of nets with antenna violations after detailed routing is 0. Looking at the setup timing report, the critical path kind is in2reg.
[worst reg2reg max path, cell delays in order, from the launching register on]
cell and delay, ns:
sky130_fd_sc_hd__edfxtp_1 0.38, sky130_fd_sc_hd__mux2i_1 0.19, sky130_fd_sc_hd__a22o_1 0.24, sky130_fd_sc_hd__nor3_1 0.09
sky130_fd_sc_hd__a31oi_1 0.51, sky130_fd_sc_hd__nand3_1 0.12
[routing by layer]
metal,GRT usage,vias up
met3,0.137,124
met4,0.0531,4
met1,0.313,7868
met5,0.0124,-
li1,-,7057
met2,0.377,882
[synth_stat cells, drive strengths merged]
library cell	count
inv	1
or3b	2
a31oi	32
nor3	32
and2	2
nor2	35
a22o	64
buf	114
mux2i	512
nand2	65
edfxtp	544
nand3	66
or2	2
nor2b	4
nand4	32
nand2b	4
a21oi	64
nand3b	5
a22oi	128
or3	2
clkbuf	19
[kinds of logic after synthesis]
family | after synthesis | synth area share
flops | 544 | 0.634
mux | 512 | 0.199
compound gates | 288 | 0.0793
simple gates | 251 | 0.0475
buf+inv | 134 | 0.0401
[layout make-up]
class | count | area, sq um | share of cell area
antenna | 1 | 2.50 | 0.0000859
clock buffer | 70 | 1480 | 0.0507
clock inverter | 30 | 280 | 0.00962
inverter | 1 | 3.75 | 0.000129
multi-input combinational | 1051 | 8510 | 0.292
sequential | 544 | 16300 | 0.561
tap | 846 | 1060 | 0.0363
timing repair buffer | 155 | 1460 | 0.0501
[worst paths after layout]
check	startpoint	to	slack, ns
max reg2reg	mem[2][6]	out_r1[6]	2.50
max	r2[0]	out_r2[13]	1.23
min reg2reg	mem[9][6]	out_r1[6]	0.73
min	mem[9][6]	out_r1[6]	0.73
[flip-flops by register name (all words and copies together) (netlist names)]
register / flops
out_r1: 16
out_r2: 16
mem: 512
[power by group]
part	switching, mW	leakage, nW	internal (mW)	total, mW
clock network	1.98	0.850	2.76	4.74
registers	0.0524	4.93	5.94	5.99
logic	0.641	4.81	0.393	1.03
total	2.67	10.6	9.09	11.8
Power figures rest on the tool's default switching activity, not on a simulated workload.
